**flow/design.v**
```verilog
`timescale 1ns / 1ps
module branch(
    input [2:0] opcode,
    input [3:0] fcode,
	 input [24:0] label,
    input carryFlag,
    input zFlag,
    input overflowFlag,
    input signFlag,
	 input [9:0] PC,
    output reg [9:0] exNPC,
	 output reg PCSrc,
	 output reg [31:0] ra
    );
initial begin
	exNPC<=0;
	PCSrc<=0;
	ra<=0;
	end
always @(opcode or fcode or label or carryFlag or zFlag or overflowFlag or signFlag)
	begin
	ra<=0;     
		if(opcode==3'b011)      
			begin
				if(fcode==4'b0)
							begin        
								exNPC<=label[9:0];
								PCSrc<=1;
							end
				else if(fcode==4'b0001)
						  begin        
								if(zFlag==1) 
									begin
										exNPC<=label[9:0];
										PCSrc<=1;
									end
								else 
									begin
									PCSrc<=0;
									exNPC<=0;
									end
							end
				else if(fcode==4'd2)
						  begin		 
								if(zFlag==0) 
									begin
										exNPC<=label[9:0];
										PCSrc<=1;
									end
								else 
									begin
									PCSrc<=0;
									exNPC<=0;
									end
							end
				else if(fcode==4'd3)
						  begin		 
								if(carryFlag==1) 
									begin
										exNPC<=label[9:0];
										PCSrc<=1;
									end
								else 
									begin
									PCSrc<=0;
									exNPC<=0;
									end
							end
				else if(fcode==4'd4)
						  begin		 
								if(carryFlag==0) 
									begin
										exNPC<=label[9:0];
										PCSrc<=1;
									end
								else 
									begin
									PCSrc<=0;
									exNPC<=0;
									end
							end
				else if(fcode==4'd5)
						  begin		 
								if(signFlag==1) 
									begin
										exNPC<=label[9:0];
										PCSrc<=1;
									end
								else 
									begin
									PCSrc<=0;
									exNPC<=0;
									end
							end
				else if(fcode==4'd6)
						  begin	 
								if(signFlag==0) 
									begin
										exNPC<=label[9:0];
										PCSrc<=1;
									end
								else 
									begin
									PCSrc<=0;
									exNPC<=0;
									end
							end
				else if(fcode==4'd7)
						  begin	 
								if(overflowFlag==1) 
									begin
										exNPC<=label[9:0];
										PCSrc<=1;
									end
								else 
									begin
									PCSrc<=0;
									exNPC<=0;
									end
							end
				else if(fcode==4'd8)
						  begin	 
								if(overflowFlag==0) 
									begin
										exNPC<=label[9:0];
										PCSrc<=1;
									end
								else 
									begin
									PCSrc<=0;
									exNPC<=0;
									end
							end
				else if(fcode==4'd9)
						  begin		 
								exNPC<=label[9:0];
								PCSrc<=1;
								ra<=PC;    
							end
				else if(fcode==4'd10)
						  begin  
								exNPC<=ra[9:0];
								PCSrc<=1;
							end
				else    
							begin  
								PCSrc<=0;
								exNPC<=0;
							end
			end
			else if(opcode==3'b100)
				begin
				exNPC<=label[9:0];
				PCSrc<=1;
				end
			else
				begin
					PCSrc<=0;
					exNPC<=0;
				end
		end
endmodule
```
**flow/run.sh**
```bash
#!/bin/bash
# OpenROAD 26Q1-2900-gdf79404cd8, Yosys 0.63+post, stock flow scripts
make -C /OpenROAD-flow-scripts/flow DESIGN_CONFIG=/design/flow/config.mk WORK_HOME=/design/flow/orfs finish
```
**flow/config.mk**
```make
export PLATFORM = sky130hd
export DESIGN_NAME = branch
export DESIGN_NICKNAME = branch
export VERILOG_FILES = /design/flow/design.v
export SDC_FILE = /design/flow/constraint.sdc
export NUM_CORES = 4
export LEC_CHECK = 1
export CORE_AREA = 10 10 70 70
export DIE_AREA = 0 0 80 80
```
**flow/constraint.sdc**
```tcl
current_design branch

set clk_period 2.5
set clk_io_pct 0.2

create_clock -name clk0 -period $clk_period

set non_clock_inputs [all_inputs -no_clocks]
set_input_delay [expr $clk_period * $clk_io_pct] -clock clk0 $non_clock_inputs
set_output_delay [expr $clk_period * $clk_io_pct] -clock clk0 [all_outputs]
```
==> commit_impl_results.txt <==
Refresh implementation metrics

- Crit end category: output pin
- Clock buffer count in the final layout: 0
- For this run, the detailed router's first-pass iteration total came to 3.
* Largest incremental delay on the critical path: around 0.40 ns
- Half-perimeter wire length after placement: 1.81 mm
* Area growth from synthesis to layout: 129%
- Die Footprint: between 6000 and 7000 sq um
* Mean cell area of the mapped netlist: 7.25 sq um
- Count of buffers from port buffering: ~52
* Iter 0 DRT Violations: 14
* Total Wirelength: roughly 2.2 mm
- Worst EP required: approximately 2 ns
- STA classifies the critical path startpoint as an input pin.
* FP Core Util: between 10% and 20%
- The worst-case IR drop observed on VDD is 0.0362 mV.
- Vias in the first global route: between 700 and 800
- Final Cycle Share: 97.4%
- Recorded from the global router log, the overflow total was 0.
- Hold-fix buffers at CTS: 0
- The most critical min-delay path falls under input pin to output pin.
* Yosys Instances: between 60 and 70
* Flip-flop and latch area: 0 sq um
- The initial antenna violation count is 0.
- Entering global routing, the biggest net connects 8 pins.
* Mapped Area: around 490 sq um
- The library cell used most frequently in the layout, excluding fill and tap cells, is clkdlybuf4s50_1.
- Height of the chip: 80 microns
* Synth cell types: 24
- Looking at the critical path, the highest net fanout was 5.
- Filler Cells Inserted: around 360
- The layout summary lists the proportion of cells stronger than drive strength 1 as about 24%.
- Placement Cell Area: 1030 sq um
- Flops: 0
- For this run, the register share of the synthesized area comes to 0%.
* Bufs and invs on worst path: 2
- The critical path in this run is classified as input pin to output pin.
- The routed layout has roughly 630 vias.
* Cell family with the largest share of critical-path delay: buffers and inverters
* Gate Count Post-Synth: 68
* Signal arrival time at the worst endpoint: between 1.5 and 2 ns
* DRC violations left: 0
- Total power normalized to cell area comes to 114 nW/um^2.
- Antenna diode instance count: 0
- In this run the critical path is formed by buf_2 > mux2_4 > a21oi_4 > o2111ai_4 > and3_4 > clkdlybuf4s50_1.
* Placeable core area: 3420 sq um
- Area share, top type: between 30% and 40%
* Global-route wire length before repair: around 3.6 mm
- Area figure in the yosys stat output: 493 sq um
- Leak Pwr: 0.000560 uW
- Yosys warning total: 1
- Counting endpoints that fail hold in the final report gives 0.
* Standard cell with the maximum stage delay on the critical path: clkdlybuf4s50_1
- Final GP Congestion: approximately 0.70
* RSZ-0062 raised after global routing: yes
- Using the TritonRoute via totals, the vias-per-cell ratio works out to about 3.6.
* Post-route ant nets: 0
* Post-route standard cell area excluding fillers: roughly 1100 sq um
* Max-cap violations: 0
- Highest clock rate: between 400 and 500 MHz
* Die W: around 80 microns
* Final critical path time including I/O delays and setup: around 2.4 ns
- Global-route usage over all layers: 6.65%
- Slew Limit Fails: 0
- Fraction of the core area covered by cells at the end of the flow: about a third
- Most used cells in the layout excluding fill and tap cells: clkdlybuf4s50_1 (32), conb_1 (22), dlygate4sd2_1 (12)
- Library cell occupying the most area in the post-synthesis netlist: buf_4
* Total of endpoints with negative setup slack in the final report: 0
* Routed wirelength normalized by instance count: ~13 microns
- The floorplan has 21 rows.
- The run finished with clean final reports.
- ~89 I/O pins were placed.
- Ranked by total cell area, the synthesized netlist is headed by buf_4 (34%), and2_1 (13%), and3_1 (13%).
- The logs give a warning total of roughly 48.
cells by family after synthesis:
kind of cell	count (synthesis)	share of synthesized area, %
compound gates	8	18.8
buf+inv	25	35.8
mux	3	7.36
other cells	1	0.761
simple gates	31	37.3
metal layers:
metal	up-vias	share of wire (%)	GRT usage, %
met5	-	0	0
met4	0	0	0
met3	0	9.0	2.27
met2	38	48	11.5
met1	272	43	8.24
li1	318	-	-
repair_timing:
action,4_1_cts,5_1_grt
buffers inserted,0,0
setup endpoints to repair,21,13
pin swaps,21,8
gates cloned,3,0
resized,57,10
cell usage after synthesis:
library cell / number
o2111ai_2: 1
nand3b_1: 1
nor2_1: 1
nand2_1: 5
and2_1: 10
and3_1: 10
inv_1: 2
a21boi_1: 1
o21ai_0: 1
conb_1: 1
nor3_1: 1
o2111ai_4: 1
nor3_2: 1
or2_1: 1
o21ai_1: 1
o31ai_1: 1
o211a_1: 1
mux2i_1: 1
buf_4: 22
mux2_4: 1
nor3b_1: 1
clkbuf_1: 1
a21oi_4: 1
mux2_1: 1
power by group:
group	switching, uW	total (uW)	internal (uW)
Combinational	49.2	129	79.7
Clock	0	0	0
Sequential	0	0	0
Total	49.2	129	79.7
metrics by stage:
stage	setup TNS (ns)	hold slack, ns	total power, uW	instances	setup WS [ns]
2_1_floorplan	0	1.07	55.8	89	0.696
3_3_place_gp	-6.85	1.92	113	171	-0.396
3_5_place_dp	-6.72	1.92	113	171	-0.386
4_1_cts	0	1.74	129	174	0.0000164
5_1_grt	-0.226	1.66	142	174	-0.0426
6_report	0	1.65	129	174	0.0658
area by class of cell:
cell class / instances / area [sq um] / area share (%)
tap: 46 / 57.6 / 5.09
multi-input combinational: 65 / 503 / 44.5
inverter: 2 / 10.0 / 0.886
timing repair buffer: 61 / 559 / 49.5
worst paths after layout:
path	from	slack [ns]	endpoint	cells after the start
max	zFlag	0.07	exNPC[8]	6
min	label[6]	1.65	exNPC[6]	3
Power and IR drop assume default switching activity.
