==> ./design.v <==
`timescale 1ns / 1ps
module assignInputs(
		input [31:0] rs,
		input [31:0] rt,
		input [4:0] shamt,
		input [21:0] imm,
		input [2:0] opcode,
		input [3:0] fcode,
		output reg [31:0] inp1,
		output reg [31:0] inp2
    );
always @(*)
	begin
		if(opcode==3'b0)
			begin      
				if(fcode==4'd0 | fcode==4'd1 | fcode==4'd2 | fcode==4'd3 | fcode==4'd6 | fcode==4'd7 | fcode==4'd9)
					begin
					inp1<=rs;
					inp2<=rt;
					end
				else    
					begin
					inp1<=rs;
					inp2<={27'b0,shamt};
					end
			end
		else if(opcode==3'd1)      
			begin
				inp1<=rs;
				if(imm[21]==1'b1)
					inp2<={10'b1,imm};
				else inp2<={10'b0,imm};
			end
		else                  
			begin
				inp1<=0;
				inp2<=0;
			end
	end
endmodule
==> ./run.sh <==
#!/bin/bash
# OpenROAD 26Q1-2900-gdf79404cd8, Yosys 0.63+post, stock flow scripts
make -C /OpenROAD-flow-scripts/flow DESIGN_CONFIG=/design/flow/config.mk WORK_HOME=/design/flow/orfs finish
==> ./config.mk <==
export PLATFORM = sky130hd
export DESIGN_NAME = assignInputs
export DESIGN_NICKNAME = assignInputs
export VERILOG_FILES = /design/flow/design.v
export SDC_FILE = /design/flow/constraint.sdc
export NUM_CORES = 4
export LEC_CHECK = 1
export CORE_AREA = 10 10 86 86
export DIE_AREA = 0 0 96 96
==> ./constraint.sdc <==
current_design assignInputs

set clk_period 4.6
set clk_io_pct 0.2

create_clock -name clk0 -period $clk_period

set non_clock_inputs [all_inputs -no_clocks]
set_input_delay [expr $clk_period * $clk_io_pct] -clock clk0 $non_clock_inputs
set_output_delay [expr $clk_period * $clk_io_pct] -clock clk0 [all_outputs]
==> run notes <==
From the run reports.

- On the critical path the data arrives at 3040 ps.
- The flow ran to the end, and the final reports show no timing, DRC or antenna violations.
- The hold violation total from the final report is 0.
- The sort of element at the start of the critical path reads an input port.
- The total power density per cell area is 69.8 mW/mm2.
- The cell family contributing the most delay on the critical path is buffers and inverters.
- The chip area is 0.00922 mm2.
- The routability congestion estimate is 0.799.
- In the final report, the number of endpoints failing setup comes to 0.
- Summed over all layers, the global routing overflow is 0.
- The DRC violation count after routing reads 0.
- The total negative setup slack is 0 ps.
- The average wire per standard cell is 16.9 um.
- The start-to-end type of the worst setup path reads in -> out.
- The maximum clock rate is about 250 MHz.
- Per Yosys stat, the portion of area used by sequential elements is 0.
- The fill cell total of the finished layout is 553.
- The slowest cell on the critical path is sky130_fd_sc_hd__clkdlybuf4s50_1.
- The buffering stage count on the worst path with inverters included is 2.
- The worst setup path is captured at an output pin.
- The area inside the core boundary reads 0.00554 mm2.
- The number of violations reported at the end of detailed-routing iteration 0 is 17.
- The number of global-route vias before repair is 1529.
- The vias per cell is roughly 4.
- The total power draw reads around 0.17 mW.
- After layout, the worst setup slack is 644 ps.
- The area taken by sequential standard cells is reported as 0 um2.
- The total detailed-routing wirelength reads 6070 um.
- The wire length of the first global-routing pass reads slightly below 9000 um.
- The antenna violation net count after detailed routing is 0.
- For reference, the critical path cell chain is clkdlybuf4s50_1 -> nand2b_1 -> o21a_2 -> a21oi_1 -> a221oi_1 -> clkdlybuf4s50_1.
- The total non-filler cell area in the finished layout reads 0.00247 mm2.
- The flop count is 0.
- The most used routing layer in global routing is met2.
- The maximum vdd drop is 46.8 uV.
- The biggest area consumer among synthesized cells is sky130_fd_sc_hd__and2_1.
- The area growth from synthesis to layout is 212%.
- Summed over all routing layers, the global router reports a total usage of 0.121.
- Setup repair after global routing left no endpoint under its margin.
- The detailed-router iteration count before antenna repair reads 3.
- Detailed placement reports a standard cell area of between 0.002 and 0.0025 mm2.
- The quantity of hold-fixing buffers added after cts reads 0.
- The total via count after detailed routing reads between 1k and 1.5k.
- The synthesis area per yosys is 791 um2.
- The max-slew violation count reads 0.
- The post-synthesis cell type count reads 18.
- The fraction of met2 tracks used by global routing reads 0.200.
- The data required time reported for the critical path is around 3700 ps.
- The count of inserted antenna diode cells is 0.
- Of the cells placed in the final design, the portion with a size suffix greater than 1 is 0.0347.
- Note that the worst hold path type here is in -> out.
- The vertical die size reads approximately 96 um.
- The horizontal extent of the die is 96 um.
- Warnings reported by Yosys during synthesis add up to 1.
- The number of post-CTS setup repair buffers is 0.
- On met1, the global router reports a usage of 0.130.
- The leakage power reads 0.913 nW.
- Of the post-synthesis cell area, the dominant cell type holds 0.324.
- At the floorplan stage, the core utilization is reported as 0.143.
- The row count reads 27.
- The final HPWL from detailed placement is 5330 um.
- For this run, the slowest stage of the critical path takes 550 ps.
- The synthesized netlist occupies a cell area of slightly below 800 um2.
- Counting every instance in the synthesized netlist gives 135.
- The number of resized instances in the post-cts repair step is 0.
- Subtracting the final worst setup slack from the clock period gives 3960 ps.
- The transition time at the pin with the least slew margin is approximately 470 ps.
- Entering global routing, the biggest net connects 33 pins.
- The count of instantiated cells in the yosys netlist reads around 140.
- The slew check shows that the tightest pin keeps a relative margin of 0.686.
- The number of antenna violations at the first check in global routing reads 0.
- The max-cap check violation count is 0.
- Along the worst path, the maximum fanout reaches 23.
- The period utilization is 0.860.
- The mean instance size in the synthesized netlist is 5.86 um2.
- The number of clock buffer instances in the layout reads 0.
- The global routing report lists met3 layer usage as 0.0912.
- Per the post-place timing report, worst setup slack is 589 ps.
- For reference, the top cells by area after synthesis are sky130_fd_sc_hd__and2_1 (32%), sky130_fd_sc_hd__nand3b_1 (17%), sky130_fd_sc_hd__a21oi_1 (15%).
- In this design, the critical path's most frequently occurring cell is sky130_fd_sc_hd__clkdlybuf4s50_1.
- The number of OpenROAD warnings is 32.
- The count of pins on the block boundary reads 162.
- During placement, the flow inserted port buffers numbering 162.
[per-layer routing]
layer | wire length [um] | share of wire
met1 | 2190 | 0.36
met5 | 0 | 0
met3 | 1100 | 0.18
met2 | 2780 | 0.46
met4 | 0 | 0
[where the power goes]
part,switching (mW),internal [mW]
Combinational,0.0472,0.125
Sequential,0,0
Clock,0,0
Total,0.0472,0.125
[worst paths after layout]
check	start	end	depth (start not counted)
worst max-delay path	fcode[1]	inp2[1]	6
worst min-delay path	rs[16]	inp1[16]	3
[area by class of cell]
cell class         instances  area, um2  share of cell area
well taps                 72       90.1              0.0365
repair buffers           166       1650               0.669
inverters                  6       22.5             0.00912
multi-input cells        116        704               0.285
[synth_stat cells, drive strengths merged]
cell type / n
and2: 41
a21oi: 23
nand2: 22
nand3b: 18
clkbuf: 8
inv: 6
a221oi: 5
buf: 5
nand2b: 1
nor2: 1
nor2b: 1
nor3: 1
o21a: 1
o21ai: 1
or2: 1
[tightest hold or removal path: cells and delay by family]
family,cells,cell delay (ps)
buf+inv,2,780
simple gates,1,130
[through the flow]
stage / std cells / hold WS, ps / util
final: 360 / 2750 / 0.446
after detailed placement: 360 / 2760 / 0.446
after global routing: 360 / 2770 / 0.446
after CTS: 360 / 2760 / 0.446
after global placement: 360 / 2760 / 0.446
after floorplan: 135 / 1910 / -
[logic make-up after synthesis]
logic type | share of synthesized area
AOI/OAI and AO/OA | 0.239
buffers and inverters | 0.109
and+or+nand+nor | 0.652
[placed cells by master (no fill, tap or decap)]
cell                              instances
sky130_fd_sc_hd__clkdlybuf4s50_1        162
sky130_fd_sc_hd__and2_1                  41
sky130_fd_sc_hd__a21oi_1                 23
sky130_fd_sc_hd__nand2_1                 22
sky130_fd_sc_hd__nand3b_1                18
sky130_fd_sc_hd__inv_1                    6
sky130_fd_sc_hd__buf_4                    4
sky130_fd_sc_hd__a221oi_1                 3
sky130_fd_sc_hd__a221oi_2                 2
sky130_fd_sc_hd__nor2b_2                  1
sky130_fd_sc_hd__nand2b_1                 1
sky130_fd_sc_hd__o21ai_2                  1
sky130_fd_sc_hd__or2_1                    1
sky130_fd_sc_hd__nor3_4                   1
sky130_fd_sc_hd__o21a_2                   1
sky130_fd_sc_hd__nor2_1                   1
Power is estimated from default activity; no workload was simulated.
