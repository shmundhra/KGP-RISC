## flow/config.mk

```make
export PLATFORM = sky130hd
export DESIGN_NAME = regFile32x32
export DESIGN_NICKNAME = regFile32x32
export VERILOG_FILES = /design/flow/design.v
export SDC_FILE = /design/flow/constraint.sdc
export NUM_CORES = 4
export LEC_CHECK = 1
export CORE_UTILIZATION = 40
```

## flow/constraint.sdc

```tcl
current_design regFile32x32

set clk_period 5.1
set clk_io_pct 0.2

create_clock -name clk0 -period $clk_period [get_ports {clk}]

set non_clock_inputs [all_inputs -no_clocks]
set_input_delay [expr $clk_period * $clk_io_pct] -clock clk0 $non_clock_inputs
set_output_delay [expr $clk_period * $clk_io_pct] -clock clk0 [all_outputs]
```

## flow/design.v

```verilog
`timescale 1ns / 1ps
module regFile32x32
  (
	input reset,
	input clk,
   input RegWrite,				 
   input [4:0] wrAddr,			 
   input [31:0] wrData,        
   input [4:0] rdAddrA,        
   output reg [31:0] rdDataA,
   input [4:0] rdAddrB,
   output reg [31:0] rdDataB,
	output [31:0] rout
  );
	reg [31:0] r[31:0]; 
	initial					 
			begin
			r[0]=32'b0;	r[8]=32'b0;	r[16]=32'b0;	r[24]=32'b0;	
			r[1]=32'b0; r[9]=32'b0;	r[17]=32'b0;	r[25]=32'b0;	
			r[2]=32'b0; r[10]=32'b0;	r[18]=32'b0;	r[26]=32'b0;	
			r[3]=32'b0; r[11]=32'b0;	r[19]=32'b0;	r[27]=32'b0;	
			r[4]=32'b0; r[12]=32'b0;	r[20]=32'b0;	r[28]=32'b0;	
			r[5]=32'b0; r[13]=32'b0;	r[21]=32'b0;	r[29]=32'b0;	
			r[6]=32'b0; r[14]=32'b0;	r[22]=32'b0;	r[30]=32'b0;	
			r[7]=32'b0; r[15]=32'b0;	r[23]=32'b0;	r[31]=32'b0;	
			end
	assign rout=r[25][15:0];
   always @(*) 
		begin
			if(rdAddrB>=32) 
				rdDataB=32'hXXXXXXXX;        
			else
				rdDataB=r[rdAddrB];           
			if(rdAddrA>=32) 
				rdDataA=32'hXXXXXXXX;
			else
				rdDataA=r[rdAddrA];           
		end
   always @(posedge clk)             
		begin
      if (RegWrite) 
				r[wrAddr]=wrData;
		end
endmodule
```

## flow/run.sh

```bash
#!/bin/bash
# OpenROAD 26Q1-2900-gdf79404cd8, Yosys 0.63+post, stock flow scripts
make -C /OpenROAD-flow-scripts/flow DESIGN_CONFIG=/design/flow/config.mk WORK_HOME=/design/flow/orfs finish
```

==> results.sh <==
# yosys + openroad results
export IMPL_detailed_place_hpwl_um=85650
export IMPL_worst_slack_ns=0.3924
export IMPL_clock_path_buffers=3
export IMPL_maxSlewHeadroom_pct=35.68
export IMPL_detailroute_via_count=30950
export IMPL_total_wire_length_after_detailed_routing_um=149400
export IMPL_clk_pin_slew_ns=0.05
export IMPL_max_clock_freq_ghz=0.2124
export IMPL_grt_antenna_before_repair=9
export IMPL_overflow_left_after_global_routing=0
export IMPL_numSynthFlops=1024
export IMPL_drc_errors=0
export IMPL_die_x_um=352.1
export IMPL_timing_critical_path_to="rdDataB[27]"
export IMPL_timing_critical_path_from_type="input port"
export IMPL_synth_yosys_num_cells=3419
export IMPL_global_route_wire_length_before_repair_um=214500
export IMPL_grt_setup_unrepaired="no"
export IMPL_htree_levels=3
export IMPL_pin_count_of_the_biggest_net_entering_global_routing=49
export IMPL_largest_reg_flops=1024
export IMPL_clockRootBuffer="sky130_fd_sc_hd__clkbuf_16"
export IMPL_ant_nets=0
export IMPL_cts_hold_fix_buffers=0
export IMPL_cp_slowest_cell="sky130_fd_sc_hd__clkdlybuf4s50_1"
export IMPL_final_replace_weighted_congestion=0.8678
export IMPL_setup_viol=0
export IMPL_die_y_size_um=352.1
export IMPL_timing_critical_path_required_ns=4.08
export IMPL_tritoncts="done"
export IMPL_status="finished, final reports clean"
export IMPL_drt_pass1_iter_count=5
export IMPL_critical_path_peak_fanout=23
export IMPL_grt_pass1_vias=32060
export IMPL_critical_path_top_cell_by_count="sky130_fd_sc_hd__clkdlybuf4s50_1"
export IMPL_p_leak_nw=20.82
export IMPL_met3_wirelength_um=21410
export IMPL_core_region_area_um2=121700
export IMPL_yosys_stat_chipArea_um2=49030
export IMPL_power_per_cell_area_nw_per_um2=330.4
export IMPL_critical_path_cell_chain="clkdlybuf4s50_1 > and2_4 > buf_12 > buf_4 > a22o_1 > nor3_1 > a31oi_1 > nand3_1 > clkdlybuf4s50_1"
export IMPL_crit_path_end_kind="output pin"
export IMPL_fillCellCount=10310
export IMPL_final_hold_viol_count=0
export IMPL_core_util_floorplan_pct=40.28
export IMPL_pre_cts_ws_ns=0.4243
export IMPL_place_port_buffers=128
export IMPL_crit_family="buffers and inverters"
export IMPL_fin_crit_sh_pct=92.31
export IMPL_min_delay_path_class="input port to flop"
export IMPL_row_count=128
export IMPL_critical_path_max_stage_delay_ns=0.63
export IMPL_buffers_inverters_on_critical_path=4
export IMPL_clock_sinks=1024
export IMPL_layout_cells_sized_above_1_pct=10.91
export IMPL_drt_initial_drc_count=1739
export IMPL_openroad_warnings=27
export IMPL_wl_met1_um=52460
export IMPL_postSynthCellCount=3419
export IMPL_cts_buffers_inserted=103
export IMPL_yosysWarnings=1
export IMPL_stages_on_the_worst_setup_path=9
export IMPL_groute_usage_overall_pct=25.70
export IMPL_post_cts_setup_buffer_count=0
export IMPL_top_layer_used="met5"
export IMPL_yosys_cell_types_count=24
export IMPL_route_met2_wl_um=70670
export IMPL_critPathLaunch="rdAddrB[2]"
export IMPL_finalCoreUtilization_pct=46.52
export IMPL_drt_vias_per_instance=5.843
export IMPL_yosysSeqAreaShare_pct=62.71
export IMPL_floorplan_die_area_um2=124000
export IMPL_post_drt_wl_per_cell_um=28.21
export IMPL_setup_worst_path_class="input port to output pin"
export IMPL_slew_at_the_pin_with_the_worst_max_slew_slack_ns=0.9618
export IMPL_flow_area_growth_from_synthesis_pct=15.49
export IMPL_timing_max_transition_violations_final=0
export IMPL_power_ir_vdd_worst_uv=258.9
export IMPL_maxCapViolCount=0
export IMPL_post_cts_resized_instances=0
export IMPL_timing_critical_path_arrival_ns=3.69
export IMPL_total_i_o_pin_count=146
export IMPL_finalCriticalPeriod_ns=4.708
export IMPL_setup_total_negative_slack_ns=0
export IMPL_syn_avg_cell_area_um2=14.34
export IMPL_synthesis_area_um2=49030
-- logic make-up (layout without fill, tap and decap cells) --
kind of cell | count (synthesis) | after routing | share of synthesized area, %
buffers and inverters | 285 | 519 | 3.685
and+or+nand+nor | 509 | 509 | 4.690
muxes | 1024 | 1024 | 20.90
other | 1 | 19 | 0.007648
AOI/OAI and AO/OA | 576 | 576 | 8.002
DFF | 1024 | 1024 | 62.71
-- cell usage after synthesis --
master,count,area (um2)
sky130_fd_sc_hd__mux2i_1,1024,10250
sky130_fd_sc_hd__or3b_2,3,26.28
sky130_fd_sc_hd__nor2_1,35,131.4
sky130_fd_sc_hd__buf_4,79,593.1
sky130_fd_sc_hd__clkbuf_1,83,311.6
sky130_fd_sc_hd__a22o_1,128,1121
sky130_fd_sc_hd__edfxtp_1,1024,30750
sky130_fd_sc_hd__buf_6,45,506.7
sky130_fd_sc_hd__or2_2,2,12.51
sky130_fd_sc_hd__nand2b_1,4,25.02
sky130_fd_sc_hd__a21oi_1,192,960.9
sky130_fd_sc_hd__a31oi_1,64,400.4
sky130_fd_sc_hd__clkbuf_4,4,30.03
sky130_fd_sc_hd__or3_1,1,6.260
sky130_fd_sc_hd__nand3b_1,5,37.54
sky130_fd_sc_hd__conb_1,1,3.750
sky130_fd_sc_hd__buf_1,4,15.01
sky130_fd_sc_hd__nor3_1,64,320.3
sky130_fd_sc_hd__and2_1,2,12.51
sky130_fd_sc_hd__a22oi_1,192,1441
sky130_fd_sc_hd__nor2b_1,4,25.02
sky130_fd_sc_hd__nand3_1,194,970.9
sky130_fd_sc_hd__nand2_1,195,732.0
sky130_fd_sc_hd__buf_2,70,350.3
-- placed cells by master, fill, tap and decap left out, types with 70 or more instances in the layout --
cell | synthesis | routed
sky130_fd_sc_hd__a21oi_1 | 192 | 192
sky130_fd_sc_hd__a22o_1 | 128 | 128
sky130_fd_sc_hd__a22oi_1 | 192 | 192
sky130_fd_sc_hd__buf_12 | 0 | 70
sky130_fd_sc_hd__buf_4 | 79 | 132
sky130_fd_sc_hd__clkbuf_16 | 0 | 105
sky130_fd_sc_hd__clkdlybuf4s50_1 | 0 | 126
sky130_fd_sc_hd__edfxtp_1 | 1024 | 1024
sky130_fd_sc_hd__mux2i_1 | 1024 | 1024
sky130_fd_sc_hd__nand2_1 | 195 | 193
sky130_fd_sc_hd__nand3_1 | 194 | 194
-- worst min-delay path by stage --
stage	start	endpoint	slack, ns	cells after the start
after CTS	wrData[18]	r[28][18]	1.14	2
after global routing	wrData[1]	r[31][1]	1.19	2
final	wrData[8]	r[8][8]	1.17	2
-- layer usage --
layer,up-vias,track usage [%]
met5,-,0
met3,251,15.87
li1,13780,-
met2,1679,39.22
met4,10,6.461
met1,15220,31.63
-- stage by stage --
stage	instances	hold WS, ns	power, mW	area [um2]
global placement	5104	1.830	11.37	53300
finish	5296	1.174	18.71	56630
global route	5294	1.186	19.24	56620
floorplan	3434	1.119	10.55	49090
CTS	5293	1.137	18.82	56620
detailed placement	5104	1.830	11.38	53300
-- report_power, final --
part           leakage (nW)  internal [mW]  switching (mW)  total [mW]
sequential             9.22           9.36          0.0404        9.40
combinational          9.96          0.727            1.08        1.81
clock                  1.64           4.35            3.15        7.50
-- final cells by class --
cell class	count	area [um2]	area share (%)
tap	1625	2033	3.591
clock buffer	120	2684	4.739
multi-input combinational	2125	16840	29.74
sequential	1024	30750	54.30
clock inverter	69	630.6	1.114
antenna	3	7.507	0.01326
timing repair buffer	330	3684	6.505
No activity file was given, so power comes from the tool's default toggle rates.
